==> config.mk <==
export PLATFORM = sky130hd
export DESIGN_NAME = alu_mod
export DESIGN_NICKNAME = alu_mod
export VERILOG_FILES = /design/flow/design.v
export SDC_FILE = /design/flow/constraint.sdc
export NUM_CORES = 4
export LEC_CHECK = 1
export CORE_UTILIZATION = 50
==> constraint.sdc <==
current_design alu_mod

set clk_period 117.0
set clk_io_pct 0.2

create_clock -name clk0 -period $clk_period

set non_clock_inputs [all_inputs -no_clocks]
set_input_delay [expr $clk_period * $clk_io_pct] -clock clk0 $non_clock_inputs
set_output_delay [expr $clk_period * $clk_io_pct] -clock clk0 [all_outputs]
==> design.v <==
`timescale 1ns / 1ps
module alu_mod(a,b,alu_select,alu_out,carry);
    input [15:0] a,b;                 
    input [2:0] alu_select;
    output [15:0] alu_out;
    output carry;
	 reg [15:0] res;
	 wire [16:0] tmp_carry;
	 assign alu_out = res;
	 assign tmp_carry = {1'b0,a} + {1'b0,b}; 
	 assign carry = tmp_carry[16];
	 always @(*)
    begin
        case(alu_select)
        3'b000:  
           res = a & b ; 
        3'b001:  
           res = a | b ;
        3'b010:  
           res = (a & (~b)) | ((~a) & b);
        3'b011:  
           res = ~(a | b);
        3'b100:  
           res = a + b;
        3'b101:  
	   res = a - b;
        3'b110:  
           res = a * b;
        3'b111:  
	   res = a / b;
        default: 
           res = a + b; 
        endcase
    end 
endmodule
==> run.sh <==
#!/bin/bash
# OpenROAD 26Q1-2900-gdf79404cd8, Yosys 0.63+post, stock flow scripts
make -C /OpenROAD-flow-scripts/flow DESIGN_CONFIG=/design/flow/config.mk WORK_HOME=/design/flow/orfs finish
==> impl_metrics.ini <==
; implementation run metrics
[power_and_ir_drop]
p_leak_nw = 6.58
total_power_w = 0.000162
p_per_area_mw_per_mm2 = 11.6
intPower_w = 0.0000691
swShare_pct = 57.3
netSwitchingPower_w = 0.0000928
clkPwrFrac_pct = 0
seqPwrFrac_pct = 0
combPwrFrac_pct = 100.0
vdd_drop_max_mv = 0.0416

[placed_design]
gp_congestion = 0.989
io_buffers = 52
dp_cells = 2139
dpl.hpwl_microns = 35500
post_dp_cell_area_sq_mm = 0.0139

[logic_synthesis]
yosysSeqAreaShare_pct = 0
ys_cells = 1784
ys_area_sq_mm = 0.0130
ys_types = 88
avgSynthCellArea_sq_um = 7.27
netlist_instances = 1784
yosysWarnings = 1
syn-cell-area_sq_mm = 0.0130

[timing]
fmax_mhz = 12.8
slew_headroom_pct = 34.5
fin_crit_sh_pct = 66.9
finalMaxSlewViolations = 0
report.final.setup_viol = 0
setup_tns_ns = 0
rsz0062_at_grt = no
finalHoldViolations = 0
period_needed_ns = 78.22
worst_slew_pin_slew_ns = 0.957

[routing]
firstDrtPassIters = 6
post-route-drc-count = 0
wl_per_cell_microns = 21.2
vias = 13000
ant_nets = 0
diodes = 0
wl_microns = 45300
drt-initial-drc-count = 882
routed_via_density = 6.07

[finish]
area_delta_synth_final_pct = 7.39
instances_no_fill = 2139
design.seq.count = 0
design_area_sq_mm = 0.0139
drive_gt1_share_pct = 6.14
n_clock_buffer = 0
regArea_sq_um = 0

[worst_setup_path]
crit_type = in2out
crit_arrival_ns = 54.82
crit_path_end_kind = output pin
worstSetupStartpointType = input pin
critPathRequiredTime_ns = 93.60
cpMaxStageDelayCell = clkdlybuf4s50_1
path_max_fanout = 29
cpPeakStageDelay_ns = 0.82
crit_top_cell = a21oi_1
setup.worst_path.start = b[9]

[clock_tree]
cts_setup_buffers = 0
cts.repair.resized = 0
cts_hold_buf = 0

[floorplanning]
ios = 52
initial_core_util_pct = 51.2
die_w_microns = 163
num_rows = 58
chipArea_sq_mm = 0.0266
core-area_sq_mm = 0.0253
fp.dieH_microns = 163

[hold_path]
min_from = alu_select[2]
worstHoldPathCells = 5
holdPathEnd = alu_out[6]
hold_path.class = in2out

[status]
status = finished, final reports clean

[run]
warnings = 53
cap_violations = 0

[global_routing]
grt_pass1_wl_microns = 69300
grt_usage_pct = 35.4
grt_max_degree = 46
overflow = 0
grt_pass1_vias = 12200
antenna_found_initial = 0
## worst max-delay path: cells and delay by family
family / cells / cell delay, ns
compound gates: 68 / 17.30
fa+ha+maj: 15 / 4.47
buf+inv: 10 / 2.47
mux: 4 / 1.42
simple gates: 23 / 5.72
## per-stage QoR
stage / worst slack, ns / util, % / hold WS [ns]
2_1_floorplan: 43.77 / - / 46.97
3_3_place_gp: 39.77 / 55.0 / 47.85
3_5_place_dp: 39.33 / 55.0 / 47.85
4_1_cts: 39.13 / 55.0 / 47.85
5_1_grt: 36.37 / 55.0 / 47.88
6_report: 38.78 / 55.0 / 47.86
## cells in the mapped netlist (40+ instances only)
master / instances / area [sq um]
clkbuf_1: 49 / 184
nor2_1: 167 / 627
ha_1: 236 / 2950
nor3_1: 44 / 220
inv_1: 176 / 661
a21oi_1: 121 / 606
a21o_1: 41 / 308
xnor2_1: 82 / 718
o21ai_0: 78 / 390
nand2_1: 195 / 732
fa_1: 81 / 1620
xor2_1: 40 / 350
## layout make-up
class | count | area [sq um]
Multi-Input combinational cell | 1530 | 12000
Fill cell | 2473 | 11400
Timing Repair Buffer | 94 | 831
Inverter | 185 | 694
Tap cell | 330 | 413
## layer usage
layer	global-route usage [%]	up-vias	share of wire [%]
li1	-	6376	-
met1	48.6	6036	43
met2	57.5	485	46
met3	7.29	80	8.3
met4	8.84	0	2.9
met5	0	-	0
## worst max-delay path by stage
stage	endpoint	slack [ns]	depth (start not counted)
4_1_cts	alu_out[0]	39.13	119
5_1_grt	alu_out[0]	36.37	120
6_report	alu_out[0]	38.78	120
## power groups by stage
stage	combinational (W)	sequential (W)	clock (W)
after CTS	0.000165	0	0
after global routing	0.000182	0	0
final	0.000162	0	0
## layout by cell type (no fill, tap or decap), types with 6 or more instances in the layout
cell type | synthesis | layout
nand2_1 | 195 | 195
or2_2 | 11 | 11
or3_1 | 17 | 17
a21boi_0 | 16 | 16
xor2_1 | 40 | 40
a221oi_1 | 9 | 9
mux2i_1 | 18 | 18
o31ai_1 | 16 | 16
o211ai_1 | 18 | 18
clkinv_1 | 8 | 8
ha_1 | 236 | 236
o21a_1 | 37 | 37
and2_1 | 18 | 18
nor2_1 | 167 | 167
inv_1 | 176 | 176
o21ai_1 | 7 | 7
clkdlybuf4s50_1 | 0 | 51
o21ai_0 | 78 | 78
nor3_1 | 44 | 44
nand3_1 | 33 | 33
buf_4 | 2 | 42
nand4_1 | 13 | 13
a21o_1 | 41 | 41
a211oi_1 | 8 | 8
o221ai_1 | 7 | 7
a211o_1 | 10 | 10
fa_1 | 81 | 81
a31oi_1 | 18 | 18
mux2_2 | 18 | 18
nor2b_1 | 17 | 17
and3_1 | 12 | 12
a21oi_1 | 121 | 121
nand2b_1 | 17 | 17
o22ai_1 | 17 | 17
nor4_1 | 6 | 6
xnor2_1 | 82 | 82
## cell families after synthesis
logic type | Yosys count | synth area share (%)
simple gates | 585 | 21.2
compound gates | 468 | 24.5
fa+ha+maj | 317 | 35.3
buf+inv | 254 | 7.55
xor+xnor | 122 | 8.24
mux | 38 | 3.24
Power is estimated from default activity; no workload was simulated.
