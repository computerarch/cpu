==> ./design.v <==
`timescale 1ns / 1ps
module Register_file(
   input clk,
   input write,
   input [2:0] wr_Addr,
   input [15:0] wr_Data,
   input [2:0] rd_AddrA,
   output reg [15:0] rd_DataA,
   input [2:0] rd_AddrB,
   output reg [15:0] rd_DataB,
	input register_dis
	);
	reg [15:0] r0;
	reg [15:0] r1;
	reg [15:0] r2;
	reg [15:0] r3;
   always @(*) begin
	   case (rd_AddrA)
	0:begin 
	rd_DataA = r0;
	end
	1:begin
	rd_DataA = r1;
	end
	2:begin
	rd_DataA = r2;
	end
	3:begin
	rd_DataA = r3;
	end
	default: begin
	rd_DataA = 0;
	end
      endcase
	   case (rd_AddrB)
	0:begin
	rd_DataB = r0;
	end
	1:begin
	rd_DataB = r1;
	end
	2:begin 
	rd_DataB = r2;
	end
	3:begin
	rd_DataB = r3;
	end
	default:begin
	rd_DataB = 0;
	end
      endcase
   end
   always @(posedge clk) begin
      if (write) 
	case (wr_Addr) 
	  0: r0 <= wr_Data;
	  1: r1 <= wr_Data;
	  2: r2 <= wr_Data;
	  3: r3 <= wr_Data;
	endcase
   end 
endmodule
==> ./run.sh <==
#!/bin/bash
# OpenROAD 26Q1-2900-gdf79404cd8, Yosys 0.63+post, stock flow scripts
make -C /OpenROAD-flow-scripts/flow DESIGN_CONFIG=/design/flow/config.mk WORK_HOME=/design/flow/orfs finish
==> ./config.mk <==
export PLATFORM = sky130hd
export DESIGN_NAME = Register_file
export DESIGN_NICKNAME = Register_file
export VERILOG_FILES = /design/flow/design.v
export SDC_FILE = /design/flow/constraint.sdc
export NUM_CORES = 4
export LEC_CHECK = 1
export CORE_UTILIZATION = 50
==> ./constraint.sdc <==
current_design Register_file

set clk_period 5.6
set clk_io_pct 0.2

create_clock -name clk0 -period $clk_period [get_ports {clk}]

set non_clock_inputs [all_inputs -no_clocks]
set_input_delay [expr $clk_period * $clk_io_pct] -clock clk0 $non_clock_inputs
set_output_delay [expr $clk_period * $clk_io_pct] -clock clk0 [all_outputs]
==> impl_metrics.tcl <==
# metrics dict for downstream scripts
set metrics [dict create \
    status "finished, final reports clean" \
    logic_area_sq_um 941 \
    finalMaxSlewViolations 0 \
    first_global_vias 2028 \
    ys_chip_area_sq_um 2970 \
    fp-row-count 27 \
    rsz0062_at_grt "false" \
    grt_use_total_pct 22.5 \
    area_growth_pct 25.2 \
    cts_buffers 9 \
    syn_avg_cell_area_sq_um 16.2 \
    timing.final.ws_setup_ns 1.50 \
    worst_slew_margin_rel_pct 43.9 \
    hold_buffers 0 \
    drive_above_1_share_pct 9.27 \
    largest_area_cell "edfxtp_1" \
    finalSetupTns_ns 0 \
    hold_violations 0 \
    hold_path.class "in2reg" \
    post-dp-hpwl_microns 3510 \
    first_pass_iters 4 \
    diodes 0 \
    criticalPathCategory "in2out" \
    cap_violations 0 \
    cp-end-kind "output pin" \
    vias 1854 \
    syn_area_sq_um 2970 \
    layout_top_cells "mux2i_1 (64), edfxtp_1 (64), clkdlybuf4s50_1 (56), o22ai_1 (32), clkbuf_8 (9)" \
    cts_resized 0 \
    yosys-stat-cells 184 \
    gp_congestion 0.733 \
    ys_seq_share_pct 64.6 \
    cts_setup_buffers 0 \
    drtAntennaViolNets 0 \
    power.density_nw_per_um2 261 \
    port_buffers 58 \
    gr-total-overflow 0 \
    fp_util_pct 53.0 \
    synth_cell_types 13 \
    synth_flops 64 \
    cts-root-buf "clkbuf_8" \
    finalNonFillerCells 320 \
    leakage_nw 1.38 \
    cts_tree "done" \
    warnings 27 \
    fmax_ghz 0.244 \
    die_y_microns 79.1 \
    syn_inst 184 \
    crit_fanout 16 \
    totalPowerFinal_uw 973 \
    pin_count 60 \
    vias_per_cell 5.79 \
    required_ns 4.48 \
    core_area_sq_um 5610 \
    whs_ns 1.42 \
    n_fill_cell 384 \
    grt_pass1_wl_microns 9580 \
    ys.warnings.count 1 \
    seqCellArea_sq_um 1920 \
    cts_buffer_depth 2 \
    routedWlPerCell_microns 18.5 \
    fin_crit_sh_pct 73.2 \
    cts.clk_slew.worst_paths_ns 0.06 \
    arrival_ns 2.98 \
    crit_start "rd_AddrA[2]" \
    post-place-ws_ns 1.56 \
    grt_max_degree 33 \
    ys_top_cells_by_area "edfxtp_1 (65%), mux2i_1 (22%), o22ai_1 (6.7%)" \
    hp-start "wr_Data[7]" \
    top_cell_area_share_pct 64.6 \
    irDropWorstVdd_v 0.000174 \
    htreeDepth 3 \
    setup.worst_path.start_class "input pin" \
    finalSetupViolCount 0 \
    die_area_sq_um 6260 \
    place_inst 304 \
    tightest_slew_ns 0.842 \
    cts.sinks 64 \
    antenna_found_initial 0 \
    period_minus_slack_ns 4.10 \
    post-route-drc-count 0 \
    wirelength_microns 5930 \
    die_x_microns 79.1 \
    dr.first_iter.drc_count 93 \
]
[state kept, by name, summed over array words and instances (netlist names)]
register,count
r0,16
r1,16
r2,16
r3,16
[through the flow]
step | instance area, sq um | util (%)
2_1_floorplan | 2970 | -
3_3_place_gp | 3570 | 63.6
4_1_cts | 3720 | 66.4
6_report | 3720 | 66.4
3_5_place_dp | 3570 | 63.6
5_1_grt | 3720 | 66.4
[cell families (layout without fill, tap and decap cells)]
logic type | Yosys count | count (layout) | synth area share (%)
multiplexers | 64 | 64 | 21.5
AND/OR/NAND/NOR | 8 | 8 | 2.15
flip-flops | 64 | 64 | 64.6
AND-OR/OR-AND | 32 | 32 | 6.73
buffers and inverters | 16 | 80 | 4.96
[routing by layer]
| layer | vias to the layer above | wire [microns] | global-route usage, % |
|---|---|---|---|
| li1 | 866 | - | - |
| met1 | 904 | 2290 | 30.8 |
| met2 | 76 | 3130 | 37.6 |
| met3 | 8 | 439 | 8.17 |
| met4 | 0 | 59 | 3.64 |
| met5 | - | 0 | 0 |
[worst max-delay path, cell delays in order]
cell,delay (ns)
clkdlybuf4s50_1,0.41
nand2b_1,0.54
o22ai_1,0.37
clkdlybuf4s50_1,0.54
[path summary, 6_finish.rpt]
| kind | endpoint | slack (ns) | cells past startpoint |
|---|---|---|---|
| hold / removal | r1[7] | 1.42 | 1 |
| setup / recovery | rd_DataA[7] | 1.50 | 4 |
[synth_stat cells]
cell type / number
buf_4: 4
or2_1: 2
nor4bb_1: 2
buf_6: 6
and4b_1: 1
buf_8: 2
o22ai_1: 32
nand2b_1: 2
mux2i_1: 64
buf_2: 2
edfxtp_1: 64
nor4b_1: 1
clkbuf_2: 2
[final cells by class]
| type | count | share of cell area [%] |
|---|---|---|
| clock buffer | 10 | 3.43 |
| tap | 72 | 2.42 |
| multi-input combinational | 104 | 25.3 |
| clock inverter | 6 | 0.706 |
| sequential | 64 | 51.6 |
| timing repair buffer | 64 | 16.5 |
[report_power, final]
group	internal, mW	total, mW	switching (mW)
Sequential	0.544	0.550	0.00655
Clock	0.153	0.304	0.150
Combinational	0.0694	0.119	0.0494
