`./run.sh`:
```
#!/bin/bash
# OpenROAD 26Q1-2900-gdf79404cd8, Yosys 0.63+post, stock flow scripts
make -C /OpenROAD-flow-scripts/flow DESIGN_CONFIG=/design/flow/config.mk WORK_HOME=/design/flow/orfs finish
```
`./config.mk`:
```
export PLATFORM = sky130hd
export DESIGN_NAME = DataMemory
export DESIGN_NICKNAME = DataMemory
export VERILOG_FILES = /design/flow/design.v
export SDC_FILE = /design/flow/constraint.sdc
export NUM_CORES = 4
export LEC_CHECK = 1
export CORE_UTILIZATION = 40
```
`./constraint.sdc`:
```
current_design DataMemory

set clk_period 9.2
set clk_io_pct 0.2

create_clock -name clk0 -period $clk_period

set non_clock_inputs [all_inputs -no_clocks]
set_input_delay [expr $clk_period * $clk_io_pct] -clock clk0 $non_clock_inputs
set_output_delay [expr $clk_period * $clk_io_pct] -clock clk0 [all_outputs]
```
`./design.v`:
```
`timescale 1ns / 1ps
module DataMemory(Memtoreg,Memwrite,Memread,Readdata,addr,Datawrite,Clk
    );
input Clk;
input [15:0] addr;
input Memtoreg;
input Memwrite;
input Memread;
input [15:0] Datawrite;
output reg[15:0] Readdata;
	reg [99:0] mem [15:0];	 
always @*
	begin
		mem[0]=0000000000010100;  
		mem[1]=0000000000000101;  
		mem[2]=0000000000001111;  
		mem[3]=0000000000000111;  
		mem[4]=0000000000010010;  
		mem[5]=0000000000000011;  
		mem[6]=0000000000010011;  
		mem[7]=0000000000001000;  
	if(Memwrite==1) 
		mem[addr]=Datawrite;
	if(Memread==1)
		Readdata=mem[addr];
	if(Memtoreg==0)
		Readdata=addr;
	else
		Readdata=mem[addr];	
	end  
endmodule
```
==> flow_metrics.tcl <==
# collected from the flow reports
set metrics [dict create \
    run_status "completed" \
    drtAntennaViolNets 0 \
    drive_gt1_frac 0.256 \
    post_cts_buffers 0 \
    post-dp-hpwl_um 10500 \
    synth-edff-count 0 \
    ys_async_sr_fraction 0 \
    largest_register_ffs 128 \
    vias 4750 \
    antenna_found_initial 0 \
    warning_count 34 \
    unconstrained_endpoints 128 \
    ff_type "dlxtn_1" \
    grt_setup_unrepaired "false" \
    post_cts_resize_count 0 \
    grt.total_usage 0.240 \
    grt_overflow 0 \
    critPathMostFrequentCell "clkdlybuf4s50_1" \
    n_antenna_cell 0 \
    synth_cell_type_count 63 \
    number_of_register_pins_that_no_clock_reaches 128 \
    top_level_ports 52 \
    timing.critical_path.to_type "primary output" \
    critPathSlowestCell "nand2b_1" \
    worstMarginPinSlew_ps 815 \
    total_power_mw 0.360 \
    postSynthCellCount 598 \
    wirelength_um 16100 \
    syn-cell-area_um2 5420 \
    slew_viol_final 0 \
    timing.critical_path.cells "clkdlybuf4s50_1 > buf_4 > nand2b_1 > nor3_1 > a221oi_1 > o21ai_0 > o32a_1 > clkdlybuf4s50_1" \
    top_cells_by_count "dlxtn_1, mux2_2, nand2_1" \
    most_common_cell "dlxtn_1" \
    drt_iter0_drc 397 \
    postSynthAreaPerCell_um2 9.07 \
    drc_errors 0 \
    drt-pass1-iter-count 5 \
    detailed_place.area_um2 5990 \
    cts_hold_buf 0 \
    fp-row-count 42 \
    post-synth-top-area-fraction 0.354 \
    power_per_cell_area_nw_per_um2 60.0 \
    place.port_buffers 50 \
    report.final.setup_viol 0 \
    gp_congestion 0.911 \
    std_cell_core_area_um2 13200 \
    cp_data_required_time_ps 7360 \
    layout.cell_area.non_filler_um2 5990 \
    grt_first_pass_wirelength_um 25700 \
    max-cap-violations 0 \
    aggregate_negative_setup_slack_ps 0 \
    maximum_resistive_drop_on_vdd_v 0.0000235 \
    min_period_ps 6750 \
    worst-setup-path-type "in2out" \
    grt_max_degree 62 \
    synth_top_cell_by_area "dlxtn_1" \
    report.final.hold_viol_count 0 \
    flow.area_growth_from_synthesis_pct 10.4 \
    wl_per_cell_um 20.5 \
    cellLeakagePower_nw 2.42 \
    nFillCells 1289 \
    comb_area_um2 3240 \
    yosys_cells 598 \
    startpoint_type "primary input" \
    die_h_um 118 \
    grt_pass1_vias 4498 \
    die-width_um 118 \
    vias_per_cell 6.04 \
    max_slew_margin 0.456 \
    floorplan.initialDensity 0.410 \
    flop_area_um2 1920 \
    final.period_utilization 0.734 \
    crit_path_max_incr_delay_ps 650 \
    fmaxAchievable_mhz 148 \
    chip_area_um2 14000 \
    crit_arrival_ps 4910 \
    yosys_warnings 1594 \
    numSynthFlops 128 \
    crit_fanout 36 \
    dominant_cells_by_area_after_synthesis "dlxtn_1, mux2_2, nand2_1, mux2i_1, o21ai_0" \
    synth.yosys.chip_area_um2 5420 \
    hold_path_class "in2out" \
]
==> worst paths after layout <==
check	startpoint	end	slack, ps	cells past startpoint
max	addr[2]	Readdata[2]	2450	8
min	addr[11]	Readdata[11]	4600	4
==> report_power, final <==
group          internal, mW  total (mW)  leakage, nW  switching, mW
logic                 0.121       0.221         1.40         0.0997
clock network             0           0            0              0
registers             0.104       0.139         1.03         0.0348
total                 0.225       0.360         2.42          0.134
==> per-stage QoR <==
stage / hold WS [ps] / setup WS (ps) / util / instances
finish: 4600 / 2450 / 0.452 / 786
floorplan: 3740 / 4120 / - / 598
detailed placement: 4610 / 2490 / 0.452 / 786
global route: 4630 / 2270 / 0.452 / 786
CTS: 4610 / 2480 / 0.452 / 786
global placement: 4600 / 2490 / 0.452 / 786
==> layer usage <==
metal	wire length, um	track usage	vias up
met5	0	0	-
met4	176	0.0324	0
met3	1150	0.0305	18
met2	7520	0.389	181
met1	7240	0.359	2304
li1	-	-	2247
==> kinds of logic after synthesis <==
| logic type | synth area share |
|---|---|
| buffers and inverters | 0.0489 |
| xor gates and xnor gates | 0.00323 |
| and+or+nand+nor | 0.119 |
| muxes | 0.292 |
| AOI/OAI and AO/OA | 0.183 |
| latches | 0.354 |
==> layout make-up <==
type,instances,area share
multi-input cells,412,0.540
repair buffers,61,0.0965
flip-flops and latches,128,0.321
inverters,9,0.00564
well taps,176,0.0368
==> layout by cell type, fill, tap and decap left out, types with 4 or more instances in the layout <==
master / n
a21oi_1: 24
a221oi_1: 7
a22o_1: 6
a22oi_1: 16
a31oi_1: 8
a41oi_1: 5
and3_1: 4
buf_4: 11
clkdlybuf4s50_1: 49
dlxtn_1: 128
inv_1: 8
mux2_2: 124
mux2i_1: 14
nand2_1: 43
nand2_2: 5
nand3_1: 6
nor2_1: 26
nor2_2: 4
nor2b_1: 7
nor3_1: 15
o211ai_1: 6
o21ai_0: 28
o32a_1: 5
==> critical path, delay by kind of cell <==
family / cells / cell delay, ps
AND-OR/OR-AND: 3 / 850
buffers and inverters: 3 / 1270
AND/OR/NAND/NOR: 2 / 920
Power figures rest on the tool's default switching activity, not on a simulated workload.
